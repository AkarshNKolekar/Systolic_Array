==> design/flow/design.v <==
`timescale 1ns/100ps
module mac_unit #(parameter IP_SIZE=8,parameter OP_SIZE=24) (clk, rst, x_new, w_new, x_old, w_old, pe_val);
input clk;
input rst;
input [IP_SIZE-1:0] x_new;
input [IP_SIZE-1:0] w_new;
output [IP_SIZE-1:0] x_old;
output [IP_SIZE-1:0] w_old;
output [OP_SIZE-1:0] pe_val;
reg [IP_SIZE-1:0] x_new_reg;
reg [IP_SIZE-1:0] w_new_reg;
reg [OP_SIZE-1:0] partial_sum_reg;
always @ (posedge clk) begin
    if (rst) begin
        x_new_reg <= 0;
        w_new_reg <= 0;
    end
    else begin
        x_new_reg <= x_new;
        w_new_reg <= w_new;
    end
end
assign x_old = x_new_reg;
assign w_old = w_new_reg;
always @ (posedge clk) begin
    if (rst) begin
        partial_sum_reg <= 0;
    end
    else begin
        partial_sum_reg <= pe_val;
    end
end
assign pe_val = partial_sum_reg + (x_new*w_new);
endmodule
`timescale 1ns/100ps
module systolic_array#(
    parameter NUM_ROW = 8,
    parameter NUM_COL = 8,
    parameter IN_WORD_SIZE = 8,
    parameter OUT_WORD_SIZE = 24
)(
    clk,
    rst,
    top_inputs,
    left_inputs,
    compute_done,
    cycles_count,
    pe_register_vals
);
input clk;
input rst;
input [NUM_COL *  IN_WORD_SIZE -1 : 0] top_inputs;
input [NUM_ROW *  IN_WORD_SIZE -1 : 0] left_inputs;
output reg compute_done;
output reg  [OUT_WORD_SIZE-1:0] cycles_count;
output [0: OUT_WORD_SIZE * NUM_ROW * NUM_COL -1] pe_register_vals;
reg [IN_WORD_SIZE -1:0] x_new [0:63];
reg [IN_WORD_SIZE -1:0] w_new [0:63];
wire [IN_WORD_SIZE -1:0] x_old [0:63];
wire [IN_WORD_SIZE -1:0] w_old [0:63];
reg [IN_WORD_SIZE-1:0]row2_temp;
reg [IN_WORD_SIZE-1:0]col2_temp;
reg [IN_WORD_SIZE-1:0]row3_temp1;
reg [IN_WORD_SIZE-1:0]row3_temp2;
reg [IN_WORD_SIZE-1:0]col3_temp1;
reg [IN_WORD_SIZE-1:0]col3_temp2;
reg [IN_WORD_SIZE-1:0]row4_temp1;
reg [IN_WORD_SIZE-1:0]row4_temp2;
reg [IN_WORD_SIZE-1:0]row4_temp3;
reg [IN_WORD_SIZE-1:0]col4_temp1;
reg [IN_WORD_SIZE-1:0]col4_temp2;
reg [IN_WORD_SIZE-1:0]col4_temp3;
reg [IN_WORD_SIZE-1:0]row5_temp1;
reg [IN_WORD_SIZE-1:0]row5_temp2;
reg [IN_WORD_SIZE-1:0]row5_temp3;
reg [IN_WORD_SIZE-1:0]row5_temp4;
reg [IN_WORD_SIZE-1:0]col5_temp1;
reg [IN_WORD_SIZE-1:0]col5_temp2;
reg [IN_WORD_SIZE-1:0]col5_temp3;
reg [IN_WORD_SIZE-1:0]col5_temp4;
reg [IN_WORD_SIZE-1:0]row6_temp1;
reg [IN_WORD_SIZE-1:0]row6_temp2;
reg [IN_WORD_SIZE-1:0]row6_temp3;
reg [IN_WORD_SIZE-1:0]row6_temp4;
reg [IN_WORD_SIZE-1:0]row6_temp5;
reg [IN_WORD_SIZE-1:0]col6_temp1;
reg [IN_WORD_SIZE-1:0]col6_temp2;
reg [IN_WORD_SIZE-1:0]col6_temp3;
reg [IN_WORD_SIZE-1:0]col6_temp4;
reg [IN_WORD_SIZE-1:0]col6_temp5;
reg [IN_WORD_SIZE-1:0]row7_temp1;
reg [IN_WORD_SIZE-1:0]row7_temp2;
reg [IN_WORD_SIZE-1:0]row7_temp3;
reg [IN_WORD_SIZE-1:0]row7_temp4;
reg [IN_WORD_SIZE-1:0]row7_temp5;
reg [IN_WORD_SIZE-1:0]row7_temp6;
reg [IN_WORD_SIZE-1:0]col7_temp1;
reg [IN_WORD_SIZE-1:0]col7_temp2;
reg [IN_WORD_SIZE-1:0]col7_temp3;
reg [IN_WORD_SIZE-1:0]col7_temp4;
reg [IN_WORD_SIZE-1:0]col7_temp5;
reg [IN_WORD_SIZE-1:0]col7_temp6;
reg [IN_WORD_SIZE-1:0]row8_temp1;
reg [IN_WORD_SIZE-1:0]row8_temp2;
reg [IN_WORD_SIZE-1:0]row8_temp3;
reg [IN_WORD_SIZE-1:0]row8_temp4;
reg [IN_WORD_SIZE-1:0]row8_temp5;
reg [IN_WORD_SIZE-1:0]row8_temp6;
reg [IN_WORD_SIZE-1:0]row8_temp7;
reg [IN_WORD_SIZE-1:0]col8_temp1;
reg [IN_WORD_SIZE-1:0]col8_temp2;
reg [IN_WORD_SIZE-1:0]col8_temp3;
reg [IN_WORD_SIZE-1:0]col8_temp4;
reg [IN_WORD_SIZE-1:0]col8_temp5;
reg [IN_WORD_SIZE-1:0]col8_temp6;
reg [IN_WORD_SIZE-1:0]col8_temp7;
always @ (posedge clk) begin
    if (rst) begin
        cycles_count <= 0;
        end
    else begin
        cycles_count <= cycles_count + 1;
    end
end
always @(posedge clk) begin
    if (rst) begin
        x_new[0] <= 0;
        w_new[0] <= 0;
    end
    else begin
        x_new[0] <= left_inputs [7:0];
        w_new[0] <= top_inputs [7:0];
    end
end
always @(posedge clk) begin
    if (rst) begin
        row2_temp <= 0;
        col2_temp <= 0;
        x_new[8] <= 0;
        w_new[1] <= 0;
    end
    else begin
        row2_temp <= left_inputs [15:8];
        x_new [8] <= row2_temp;
        col2_temp <= top_inputs[15:8];
        w_new[1] <= col2_temp;
    end
end
always @(posedge clk) begin
    if (rst) begin
        row3_temp1 <= 0;
        row3_temp2 <= 0;
        x_new [16] <= 0;
        col3_temp1 <= 0;
        col3_temp2 <= 0;
        w_new [2] <= 0;
    end
    else begin
        row3_temp1 <= left_inputs[23:16];
        row3_temp2 <= row3_temp1;
        x_new [16] <= row3_temp2;
        col3_temp1 <= top_inputs[23:16];
        col3_temp2 <= col3_temp1;
        w_new [2] <= col3_temp2;
    end
end
always @(posedge clk) begin
    if (rst) begin
        row4_temp1 <= 0;
        row4_temp2 <= 0;
        row4_temp3 <= 0;
        x_new [24] <= 0;
        col4_temp1 <= 0;
        col4_temp2 <= 0;
        col4_temp3 <= 0;
        w_new [3] <= 0;
    end
    else begin
        row4_temp1 <= left_inputs[31:24];
        row4_temp2 <= row4_temp1;
        row4_temp3 <= row4_temp2;
        x_new [24] <= row4_temp3;
        col4_temp1 <= top_inputs[31:24];
        col4_temp2 <= col4_temp1;
        col4_temp3 <= col4_temp2;
        w_new [3] <= col4_temp3;
    end
end
always @(posedge clk) begin
    if (rst) begin
        row5_temp1 <= 0;
        row5_temp2 <= 0;
        row5_temp3 <= 0;
        row5_temp4 <= 0;
        x_new [32] <= 0;
        col5_temp1 <= 0;
        col5_temp2 <= 0;
        col5_temp3 <= 0;
        col5_temp4 <= 0;
        w_new [4] <= 0;
    end
    else begin
        row5_temp1 <= left_inputs[39:32];
        row5_temp2 <= row5_temp1;
        row5_temp3 <= row5_temp2;
        row5_temp4 <= row5_temp3;
        x_new [32] <= row5_temp4;
        col5_temp1 <= top_inputs[39:32];
        col5_temp2 <= col5_temp1;
        col5_temp3 <= col5_temp2;
        col5_temp4 <= col5_temp3;
        w_new [4] <= col5_temp4;
    end
end
always @(posedge clk) begin
    if (rst) begin
        row6_temp1 <= 0;
        row6_temp2 <= 0;
        row6_temp3 <= 0;
        row6_temp4 <= 0;
        row6_temp5 <= 0;
        x_new [40] <= 0;
        col6_temp1 <= 0;
        col6_temp2 <= 0;
        col6_temp3 <= 0;
        col6_temp4 <= 0;
        col6_temp5 <= 0;
        w_new [5] <= 0;
    end
    else begin
        row6_temp1 <= left_inputs[47:40];
        row6_temp2 <= row6_temp1;
        row6_temp3 <= row6_temp2;
        row6_temp4 <= row6_temp3;
        row6_temp5 <= row6_temp4;
        x_new [40] <= row6_temp5;
        col6_temp1 <= top_inputs[47:40];
        col6_temp2 <= col6_temp1;
        col6_temp3 <= col6_temp2;
        col6_temp4 <= col6_temp3;
        col6_temp5 <= col6_temp4;
        w_new [5] <= col6_temp5;
    end
end
always @(posedge clk) begin
    if (rst) begin
        row7_temp1 <= 0;
        row7_temp2 <= 0;
        row7_temp3 <= 0;
        row7_temp4 <= 0;
        row7_temp5 <= 0;
        row7_temp6 <= 0;
        x_new [48] <= 0;
        col7_temp1 <= 0;
        col7_temp2 <= 0;
        col7_temp3 <= 0;
        col7_temp4 <= 0;
        col7_temp5 <= 0;
        col7_temp6 <= 0;
        w_new [6] <= 0;
    end
    else begin
        row7_temp1 <= left_inputs[55:48];
        row7_temp2 <= row7_temp1;
        row7_temp3 <= row7_temp2;
        row7_temp4 <= row7_temp3;
        row7_temp5 <= row7_temp4;
        row7_temp6 <= row7_temp5;
        x_new [48] <= row7_temp6;
        col7_temp1 <= top_inputs[55:48];
        col7_temp2 <= col7_temp1;
        col7_temp3 <= col7_temp2;
        col7_temp4 <= col7_temp3;
        col7_temp5 <= col7_temp4;
        col7_temp6 <= col7_temp5;
        w_new [6] <= col7_temp6;
    end
end
always @(posedge clk) begin
    if (rst) begin
        row8_temp1 <= 0;
        row8_temp2 <= 0;
        row8_temp3 <= 0;
        row8_temp4 <= 0;
        row8_temp5 <= 0;
        row8_temp6 <= 0;
        row8_temp7 <= 0;
        x_new [56] <= 0;
        col8_temp1 <= 0;
        col8_temp2 <= 0;
        col8_temp3 <= 0;
        col8_temp4 <= 0;
        col8_temp5 <= 0;
        col8_temp6 <= 0;
        col8_temp7 <= 0;
        w_new [7] <= 0;
    end
    else begin
        row8_temp1 <= left_inputs[63:56];
        row8_temp2 <= row8_temp1;
        row8_temp3 <= row8_temp2;
        row8_temp4 <= row8_temp3;
        row8_temp5 <= row8_temp4;
        row8_temp6 <= row8_temp5;
        row8_temp7 <= row8_temp6;
        x_new [56] <= row8_temp7;
        col8_temp1 <= top_inputs[63:56];
        col8_temp2 <= col8_temp1;
        col8_temp3 <= col8_temp2;
        col8_temp4 <= col8_temp3;
        col8_temp5 <= col8_temp4;
        col8_temp6 <= col8_temp5;
        col8_temp7 <= col8_temp6;
        w_new [7] <= col8_temp7;
    end
end
mac_unit m0 (clk,rst,x_new[0],w_new[0],x_old[0],w_old[0],pe_register_vals[0:23]);
mac_unit m1 (clk,rst,x_old[0],w_new[1],x_old[1],w_old[1],pe_register_vals[24:47]);
mac_unit m2 (clk,rst,x_old[1],w_new[2],x_old[2],w_old[2],pe_register_vals[48:71]);
mac_unit m3 (clk,rst,x_old[2],w_new[3],x_old[3],w_old[3],pe_register_vals[72:95]);
mac_unit m4 (clk,rst,x_old[3],w_new[4],x_old[4],w_old[4],pe_register_vals[96:119]);
mac_unit m5 (clk,rst,x_old[4],w_new[5],x_old[5],w_old[5],pe_register_vals[120:143]);
mac_unit m6 (clk,rst,x_old[5],w_new[6],x_old[6],w_old[6],pe_register_vals[144:167]);
mac_unit m7 (clk,rst,x_old[6],w_new[7],x_old[7],w_old[7],pe_register_vals[168:191]);
mac_unit m8 (clk,rst,x_new[8],w_old[0],x_old[8],w_old[8],pe_register_vals[192:215]);
mac_unit m9 (clk,rst,x_old[8],w_old[1],x_old[9],w_old[9],pe_register_vals[216:239]);
mac_unit m10(clk,rst,x_old[9],w_old[2],x_old[10],w_old[10],pe_register_vals[240:263]);
mac_unit m11(clk,rst,x_old[10],w_old[3],x_old[11],w_old[11],pe_register_vals[264:287]);
mac_unit m12(clk,rst,x_old[11],w_old[4],x_old[12],w_old[12],pe_register_vals[288:311]);
mac_unit m13(clk,rst,x_old[12],w_old[5],x_old[13],w_old[13],pe_register_vals[312:335]);
mac_unit m14(clk,rst,x_old[13],w_old[6],x_old[14],w_old[14],pe_register_vals[336:359]);
mac_unit m15(clk,rst,x_old[14],w_old[7],x_old[15],w_old[15],pe_register_vals[360:383]);
mac_unit m16(clk,rst,x_new[16],w_old[8],x_old[16],w_old[16],pe_register_vals[384:407]);
mac_unit m17(clk,rst,x_old[16],w_old[9],x_old[17],w_old[17],pe_register_vals[408:431]);
mac_unit m18(clk,rst,x_old[17],w_old[10],x_old[18],w_old[18],pe_register_vals[432:455]);
mac_unit m19(clk,rst,x_old[18],w_old[11],x_old[19],w_old[19],pe_register_vals[456:479]);
mac_unit m20(clk,rst,x_old[19],w_old[12],x_old[20],w_old[20],pe_register_vals[480:503]);
mac_unit m21(clk,rst,x_old[20],w_old[13],x_old[21],w_old[21],pe_register_vals[504:527]);
mac_unit m22(clk,rst,x_old[21],w_old[14],x_old[22],w_old[22],pe_register_vals[528:551]);
mac_unit m23(clk,rst,x_old[22],w_old[15],x_old[23],w_old[23],pe_register_vals[552:575]);
mac_unit m24(clk,rst,x_new[24],w_old[16],x_old[24],w_old[24],pe_register_vals[576:599]);
mac_unit m25(clk,rst,x_old[24],w_old[17],x_old[25],w_old[25],pe_register_vals[600:623]);
mac_unit m26(clk,rst,x_old[25],w_old[18],x_old[26],w_old[26],pe_register_vals[624:647]);
mac_unit m27(clk,rst,x_old[26],w_old[19],x_old[27],w_old[27],pe_register_vals[648:671]);
mac_unit m28(clk,rst,x_old[27],w_old[20],x_old[28],w_old[28],pe_register_vals[672:695]);
mac_unit m29(clk,rst,x_old[28],w_old[21],x_old[29],w_old[29],pe_register_vals[696:719]);
mac_unit m30(clk,rst,x_old[29],w_old[22],x_old[30],w_old[30],pe_register_vals[720:743]);
mac_unit m31(clk,rst,x_old[30],w_old[23],x_old[31],w_old[31],pe_register_vals[744:767]);
mac_unit m32(clk,rst,x_new[32],w_old[24],x_old[32],w_old[32],pe_register_vals[768:791]);
mac_unit m33(clk,rst,x_old[32],w_old[25],x_old[33],w_old[33],pe_register_vals[792:815]);
mac_unit m34(clk,rst,x_old[33],w_old[26],x_old[34],w_old[34],pe_register_vals[816:839]);
mac_unit m35(clk,rst,x_old[34],w_old[27],x_old[35],w_old[35],pe_register_vals[840:863]);
mac_unit m36(clk,rst,x_old[35],w_old[28],x_old[36],w_old[36],pe_register_vals[864:887]);
mac_unit m37(clk,rst,x_old[36],w_old[29],x_old[37],w_old[37],pe_register_vals[888:911]);
mac_unit m38(clk,rst,x_old[37],w_old[30],x_old[38],w_old[38],pe_register_vals[912:935]);
mac_unit m39(clk,rst,x_old[38],w_old[31],x_old[39],w_old[39],pe_register_vals[936:959]);
mac_unit m40(clk,rst,x_new[40],w_old[32],x_old[40],w_old[40],pe_register_vals[960:983]);
mac_unit m41(clk,rst,x_old[40],w_old[33],x_old[41],w_old[41],pe_register_vals[984:1007]);
mac_unit m42(clk,rst,x_old[41],w_old[34],x_old[42],w_old[42],pe_register_vals[1008:1031]);
mac_unit m43(clk,rst,x_old[42],w_old[35],x_old[43],w_old[43],pe_register_vals[1032:1055]);
mac_unit m44(clk,rst,x_old[43],w_old[36],x_old[44],w_old[44],pe_register_vals[1056:1079]);
mac_unit m45(clk,rst,x_old[44],w_old[37],x_old[45],w_old[45],pe_register_vals[1080:1103]);
mac_unit m46(clk,rst,x_old[45],w_old[38],x_old[46],w_old[46],pe_register_vals[1104:1127]);
mac_unit m47(clk,rst,x_old[46],w_old[39],x_old[47],w_old[47],pe_register_vals[1128:1151]);
mac_unit m48(clk,rst,x_new[48],w_old[40],x_old[48],w_old[48],pe_register_vals[1152:1175]);
mac_unit m49(clk,rst,x_old[48],w_old[41],x_old[49],w_old[49],pe_register_vals[1176:1199]);
mac_unit m50(clk,rst,x_old[49],w_old[42],x_old[50],w_old[50],pe_register_vals[1200:1223]);
mac_unit m51(clk,rst,x_old[50],w_old[43],x_old[51],w_old[51],pe_register_vals[1224:1247]);
mac_unit m52(clk,rst,x_old[51],w_old[44],x_old[52],w_old[52],pe_register_vals[1248:1271]);
mac_unit m53(clk,rst,x_old[52],w_old[45],x_old[53],w_old[53],pe_register_vals[1272:1295]);
mac_unit m54(clk,rst,x_old[53],w_old[46],x_old[54],w_old[54],pe_register_vals[1296:1319]);
mac_unit m55(clk,rst,x_old[54],w_old[47],x_old[55],w_old[55],pe_register_vals[1320:1343]);
mac_unit m56(clk,rst,x_new[56],w_old[48],x_old[56],w_old[56],pe_register_vals[1344:1367]);
mac_unit m57(clk,rst,x_old[56],w_old[49],x_old[57],w_old[57],pe_register_vals[1368:1391]);
mac_unit m58(clk,rst,x_old[57],w_old[50],x_old[58],w_old[58],pe_register_vals[1392:1415]);
mac_unit m59(clk,rst,x_old[58],w_old[51],x_old[59],w_old[59],pe_register_vals[1416:1439]);
mac_unit m60(clk,rst,x_old[59],w_old[52],x_old[60],w_old[60],pe_register_vals[1440:1463]);
mac_unit m61(clk,rst,x_old[60],w_old[53],x_old[61],w_old[61],pe_register_vals[1464:1487]);
mac_unit m62(clk,rst,x_old[61],w_old[54],x_old[62],w_old[62],pe_register_vals[1488:1511]);
mac_unit m63(clk,rst,x_old[62],w_old[55],x_old[63],w_old[63],pe_register_vals[1512:1535]);
always @(posedge clk)
begin
    if(rst)
        begin
            compute_done <= 1'b0;
        end
    else
        begin
            if (cycles_count == 22)
            begin
                compute_done <= 1'b1;
            end
        end
end
endmodule
==> design/flow/run.sh <==
#!/bin/bash
# OpenROAD 26Q1-2900-gdf79404cd8, Yosys 0.63+post, stock flow scripts
make -C /OpenROAD-flow-scripts/flow DESIGN_CONFIG=/design/flow/config.mk WORK_HOME=/design/flow/orfs finish
==> design/flow/config.mk <==
export PLATFORM = sky130hd
export DESIGN_NAME = systolic_array
export DESIGN_NICKNAME = systolic_array
export VERILOG_FILES = /design/flow/design.v
export SDC_FILE = /design/flow/constraint.sdc
export NUM_CORES = 4
export LEC_CHECK = 1
export CORE_UTILIZATION = 40
==> design/flow/constraint.sdc <==
current_design systolic_array

set clk_period 14.2
set clk_io_pct 0.2

create_clock -name clk0 -period $clk_period [get_ports {clk}]

set non_clock_inputs [all_inputs -no_clocks]
set_input_delay [expr $clk_period * $clk_io_pct] -clock clk0 $non_clock_inputs
set_output_delay [expr $clk_period * $clk_io_pct] -clock clk0 [all_outputs]
==> CHANGELOG.md <==
## Flow update

- Final core utilization: 46.4%
- Via count: 205000
- Area Growth Syn to Fin: 15.5%
- Clock skew: 0.0860 ns
- # Cells Yosys: 30000
- Post-synth EDFFs: 0
- DR vias/cell: 4.95
- Fin. max-slew vios: 0
- Max_cap viols: 0
- Clock Path Buffers: 4
- Slew @ Worst Pin: 1.26 ns
- Synth flops: 3033
- Crit path from: m3.w_new_reg[3]
- Pre-CTS WS: 4.32 ns
- Floorplan core area: 681000 um^2
- Clock root buffer: clkbuf_16
- WP data required: 11.36 ns
- Post-route setup slack: 3.26 ns
- Worst reg2reg path endpoint: m11.partial_sum_reg[23]
- Top layer in use: met5
- Dpl hpwl: 670000 um
- Seq/Total Area, Yosys: 22.2%
- Fraction of layout cells with a size suffix above 1: 3.86%
- Chip Width: 829 um
- Site Rows: 303
- Met2 wire length: 395000 um
- WS Path Type: reg2out
- GR Util All Layers: 24.6%
- Remaining Overflow, GRT: 0
- CP arrival: 8.10 ns
- Post-CTS setup buffer count: 0
- Drt pass-1 iters: 6
- Syn_area_per_cell: 9.11 um^2
- Largest net degree at the start of global routing: 130
- Clock period minus worst slack: 10.94 ns
- Yosys stat chip area: 273000 um^2
- Remaining antenna violation count after routing: 0
- Clock power share: 53.0%
- Seq pwr share: 43.2%
- Final-report hold violation count: 0
- Fmax: 91.4 MHz
- Post-layout period usage: 77.0%
- Total I/O pin count: 1691
- RSZ-0062 raised after global routing: no
- Vias in the first global route: 203000
- Dpl cells: 40500
- CP Max Fanout: 9
- Detailed Route Iter0 Violations: 8942
- Run status: complete, no violations
- Min-delay worst type: reg2reg
- Net Switching: 4.88 mW
- Net Sw Frac: 24.3%
- CTS tree: built
- H-tree depth: 5
- Cts hold-fix bufs: 0
- DRC: 0
- Worst-skew pair later-pin latency: 1.07 ns
- Commonest cells post-synth: 4659 x and2_1, 3642 x inv_1, 3455 x ha_1
- Die H: 829 um
- Synth Instances: 30000
- Number of port buffers: 1690
- Worst R2R Path Depth: 23
- Dominant Register Cell: dfxtp_1
- Comb power frac: 3.8%
- OpenROAD warnings: 158
- Post-Route Setup TNS: 0 ns
- Mapped Area: 273000 um^2
- Die area: 686000 um^2
- CTS Buf Count: 382
- Worst-path clk slew: 0.07 ns
- Hold Crit Start: row7_temp3[1]
- Int Pwr: 15.2 mW
- Post-CTS sizing: 0
- First-pass GRT wire length: 1240000 um
- Crit. End Element: primary output
- Total detailed-routing wirelength: 816000 um
- Crit start category: register
- Worst setup endpoint: pe_register_vals[264]
- Cell type with the largest total area: dfxtp_1
- Wire length on met1: 329000 um
- Initial antenna violation count: 61
- Final setup fails: 0
- Yosys cell types: 109
- Static leakage: 159 nW
- Pwr dens: 63.7 nW/um^2
- Sink Count: 3033
- GPL Wtd Cong: 0.955
- FP Util: 40.2%
- Yosys warnings: 6
- Rel. slew slack: 16.1%
- R2r startpoint: m3.w_new_reg[3]
- Final cell count without fillers: 41400
- Top cell area share: 22.2%
- Metal3 WL: 49100 um
- Asr flop ratio synth: 0%
- DR WL/cell: 19.7 um
- Internal reg-to-reg setup slack: 7.31 ns
- Top-count cell post-synth: and2_1
- Worst vdd ir: 0.000105 V
- Post-synth area hogs: dfxtp_1 22%, fa_1 17%, ha_1 16%, and2_1 11%, inv_1 5.0%
[layer usage]
layer  vias to the layer above  track usage [%]
met5                         -                0
met4                         8             9.73
met3                      1063             5.58
met2                      3996             41.1
met1                     98200             31.6
li1                     102000                -
[per-stage QoR]
step | instance area (um^2) | total power [mW] | hold slack (ns)
CTS | 315000 | 20.4 | 0.371
finish | 316000 | 20.1 | 0.373
global placement | 301000 | 9.64 | 0.416
floorplan | 273000 | 9.24 | 0.414
global route | 316000 | 20.8 | 0.407
detailed placement | 301000 | 9.64 | 0.420
[critical path: stages, from the launching register on]
cell	delay [ns]
dfxtp_1	0.54
nand2_1	0.14
fa_1	0.50
fa_1	0.56
inv_1	0.05
fa_1	0.51
inv_1	0.06
fa_1	0.48
inv_1	0.05
ha_1	0.31
a21oi_1	0.21
o21bai_1	0.09
a21oi_1	0.30
nor4_1	0.07
or4b_2	0.70
ha_1	0.38
nand3_1	0.09
nand2_1	0.07
a21o_1	0.13
nor3_1	0.05
o211ai_1	0.13
a31oi_1	0.25
nor4b_1	0.72
xor2_1	0.19
clkdlybuf4s50_1	0.47
[power groups by stage]
| stage | registers (mW) | logic [mW] | clock network (mW) |
|---|---|---|---|
| 6_report | 8.69 | 0.760 | 10.7 |
| 5_1_grt | 8.70 | 0.835 | 11.3 |
| 4_1_cts | 8.69 | 0.771 | 11.0 |
[cells by family after synthesis]
| logic type | count (synthesis) | share of synthesized area, % |
|---|---|---|
| flops | 3033 | 22.2 |
| mux | 206 | 0.833 |
| buf+inv | 4088 | 5.62 |
| fa+ha+maj | 5823 | 33.2 |
| compound gates | 3841 | 9.05 |
| xor+xnor | 2012 | 6.45 |
| simple gates | 11000 | 22.7 |
[area by class of cell]
cell class	count	area [um^2]
tap	8997	11300
antenna	255	638
timing repair buffer	1892	18500
fill	63200	365000
multi-input combinational	22900	197000
clock buffer	490	10500
inverter	3642	13700
sequential	3033	60700
clock inverter	206	3180
[layout by cell type (no fill, tap or decap), types with 116 or more instances in the layout]
cell,netlist,final
nor3_1,363,363
dfxtp_1,3033,3033
o21ai_0,598,598
clkdlybuf4s50_1,0,1689
nand2_1,1427,1427
o21a_1,177,177
or3_1,165,165
a21oi_1,1316,1316
o211ai_1,116,116
a21o_1,475,475
fa_1,2368,2368
ha_1,3455,3455
a31oi_1,187,187
clkbuf_16,0,383
nor2b_1,2066,2051
nand3_1,419,419
nand4_1,133,133
and2_1,4659,4659
inv_1,3642,3641
nor2_1,1113,1113
diode_2,0,255
and3_1,225,225
xnor2_1,1338,1338
buf_4,0,199
xor2_1,674,674
o21bai_1,200,200
or2_2,119,119
mux2_2,156,156
[worst min-delay path by stage]
stage | endpoint | slack, ns | cells past startpoint
CTS | row7_temp4[1] | 0.37 | 1
global route | row7_temp4[1] | 0.41 | 1
finish | row7_temp4[1] | 0.37 | 1
No activity file was given, so power comes from the tool's default toggle rates.
